### flow/design.v
module Mux1(
    input sel1,
    input [31:0] A1,
    input [31:0] B1,
    output [31:0] Mux1_out
    );
    assign Mux1_out = (sel1==1'b0)? A1 : B1;
endmodule
### flow/run.sh
#!/bin/bash
# OpenROAD 26Q1-2900-gdf79404cd8, Yosys 0.63+post, stock flow scripts
make -C /OpenROAD-flow-scripts/flow DESIGN_CONFIG=/design/flow/config.mk WORK_HOME=/design/flow/orfs finish
### flow/config.mk
export PLATFORM = sky130hd
export DESIGN_NAME = Mux1
export DESIGN_NICKNAME = Mux1
export VERILOG_FILES = /design/flow/design.v
export SDC_FILE = /design/flow/constraint.sdc
export NUM_CORES = 4
export LEC_CHECK = 1
export CORE_AREA = 10 10 70 70
export DIE_AREA = 0 0 80 80
### flow/constraint.sdc
current_design Mux1

set clk_period 1.0
set clk_io_pct 0.2

create_clock -name clk0 -period $clk_period

set non_clock_inputs [all_inputs -no_clocks]
set_input_delay [expr $clk_period * $clk_io_pct] -clock clk0 $non_clock_inputs
set_output_delay [expr $clk_period * $clk_io_pct] -clock clk0 [all_outputs]
==> run summary <==
Observations from the implementation run.

Power and ir drop:
- The power report attributes to the sequential group a share of 0%.
- The run puts the relative contribution of combinational cells to total power at 100.0%.
- The run puts the worst voltage drop across the vdd grid at 0.0001734 V.
- The power report shows net switching accounting for 21.33% of the total.
- The run puts the internal power at 519.2 uW.
- The run puts the power per unit of standard cell area at 388.7 nW/um2.
- The run gives the leakage component of the power as 0.9905 nW.
- The run puts the power after layout at 659.9 uW.
- The run gives the portion of total power attributed to the clock network as 0%.
- Per the OpenROAD power report, switching power amounts to 140.8 uW.

Logic synthesis:
- The run puts the number of warnings reported in the yosys synthesis log at 0.
- The run puts the area reported by Yosys stat at 544.3 um2.
- The synthesized instance count is 36.
- The run gives the cell area after synthesis as 544.3 um2.
- The run puts the count of different cell masters after synthesis at 4.
- The run gives the mean cell area of the mapped netlist as 15.12 um2.
- Sequential cells were found to cover 0% of the synthesized design area.
- The run puts the cell count in the Yosys report at 36.

Worst setup path:
- The run gives the type of element capturing the critical path as a primary output.
- The run puts the required time of the worst setup path at 0.80 ns.
- STA puts the critical path data arrival time at 0.98 ns.
- By startpoint and endpoint, the worst setup path is classified as primary input to primary output.
- The run gives the type of element launching the critical path as a primary input.
- The run gives the critical-path maximum fanout as 7.

Timing:
- The final max-slew violation count recorded for this run is 0.
- The run gives the accumulated negative setup slack as -5.032 ns.
- In the post-route analysis, the smallest setup slack over all paths is -0.1754 ns.
- The final timing report counts setup violations totalling 32.
- Setup repair after global routing could not meet its margin everywhere.
- The run gives the transition time of the tightest slew-check pin as 0.06111 ns.
- The worst-case max-slew headroom was logged as 95.92%.
- The run puts the worst hold slack across all endpoints at 0.6943 ns.
- The run puts the final cycle utilization of the critical path at 117.5%.
- For the finished layout, the period the worst path requires is 1.175 ns.
- For reference, the final report shows the hold violation count at 0.
- The run puts the maximum clock rate at 850.8 MHz.

Floorplanning:
- Row generation in the floorplan step produced 21 rows.
- The run gives the I/O pin count as 97.
- Before placement the cells fill 15.93% of the core.
- The die covers 6400 um2.
- The die is 80 um tall.
- The run puts the placeable core region at 3416 um2.
- The run gives the die outline width as 80 um.

Place:
- The run puts the post-detailed-placement cell area at 1536 um2.
- The run puts the minimum setup slack after placement at -0.4966 ns.
- The run gives the weighted congestion reported at the end of routability-driven placement as 0.7595.
- Buffers placed on the I/O ports in this run total 97.
- The run gives the instance count after placement with tap cells included as 177.
- Note, the detailed placer reported a final HPWL of 2396 um.

Job:
- Max-cap violations in this run came to 0.
- The run puts the count of warning messages emitted by the tools at 34.

Final layout:
- The run puts the area growth from synthesis to layout at 212.0%.
- The run gives the share of layout cells above drive strength 1 as 56.16%.
- The run puts the sequential cell count at 0.
- The run gives the register cell area after layout as 0 um2.
- The run gives the final cell count without fillers as 192.
- Counting the clock-network buffers in the layout gives 0.
- Cells fill 49.71% of the core in the end.
- The run puts the total of fill cells in the finished design at 327.
- Once layout is done, the placed cells without fillers occupy 1698 um2.

Outcome:
- The final reports fail on negative setup slack.
- The flow ran to the end, but the final reports show violations.

Route:
- The run gives the per-cell routed wire length as 14.84 um.
- Summed over all layers, the routed wires come to 2849 um.
- The run puts the first-pass detailed-route iteration total at 2.
- The run puts the violation tally from detailed-route iteration zero at 4.
- The run puts the average vias per placed instance at 3.802.
- The run puts the remaining antenna violation count at 0.
- The run puts the residual DRC count at 0.
- The run puts the number of inserted diodes at 0.
- The final route contains 730 vias.

Global route:
- The run gives the initial antenna violation count as 0.
- The first global-routing pass estimated 4146 um of wire.
- The run gives the global-route usage over all layers as 7.873%.
- The run puts the via count of the first global-routing pass at 824.
- The run gives the global route total overflow as 0.
- The run puts the largest net degree at the start of global routing at 8.

Clocking:
- The run gives the count of hold buffers inserted by post-cts repair as 0.

Hold path:
- The run gives the worst hold endpoint as Mux1_out[24].
- For the worst min-delay path, the startpoint reported by OpenROAD is A1[24].
- The path class of the tightest hold or removal check is primary input to primary output.
- Counting instances, the worst hold path has a depth of 3.
power groups by stage:
stage	clock [mW]	combinational, mW	sequential [mW]
CTS	0	0.644	0
global route	0	0.706	0
finish	0	0.660	0
repair_timing:
item | 4_1_cts | 5_1_grt
setup buffers | 14 | 0
cloned | 1 | 0
resized | 170 | 23
endpoints found under the setup margin | 32 | 32
synthesized netlist by cell type:
library cell             count  area share (%)
sky130_fd_sc_hd__mux2_2      2             4.1
sky130_fd_sc_hd__buf_12      3              11
sky130_fd_sc_hd__mux2_4     30              83
sky130_fd_sc_hd__buf_6       1             2.1
layer usage:
metal	track usage, %	vias up	part of all wire, %
met5	0	-	0
met1	8.965	317	40
li1	-	362	-
met2	14.29	51	49
met4	0	0	0
met3	3.068	0	11
layout by cell type, fill, tap and decap left out:
| cell | instances |
|---|---|
| sky130_fd_sc_hd__clkdlybuf4s50_1 | 10 |
| sky130_fd_sc_hd__buf_2 | 12 |
| sky130_fd_sc_hd__dlygate4sd2_1 | 40 |
| sky130_fd_sc_hd__mux2_4 | 32 |
| sky130_fd_sc_hd__buf_8 | 3 |
| sky130_fd_sc_hd__buf_16 | 1 |
| sky130_fd_sc_hd__buf_6 | 29 |
| sky130_fd_sc_hd__dlymetal6s2s_1 | 14 |
| sky130_fd_sc_hd__buf_4 | 2 |
| sky130_fd_sc_hd__buf_12 | 3 |
kinds of logic after synthesis:
logic type             share of synthesized area, %
buffers and inverters                         13.10
multiplexers                                  86.90
worst max-delay path: stages:
cell and delay, ns:
sky130_fd_sc_hd__buf_12 0.11, sky130_fd_sc_hd__buf_12 0.13, sky130_fd_sc_hd__buf_8 0.12, sky130_fd_sc_hd__mux2_4 0.30, sky130_fd_sc_hd__buf_6 0.11
layout make-up:
type | instances | area (um2) | share of cell area, %
multi-input cells | 32 | 480.5 | 28.30
well taps | 46 | 57.56 | 3.390
repair buffers | 114 | 1160 | 68.31
how the worst max path moves through the flow:
| stage | start | to | depth (start not counted) |
|---|---|---|---|
| CTS | sel1 | Mux1_out[0] | 5 |
| global route | sel1 | Mux1_out[31] | 5 |
| finish | sel1 | Mux1_out[31] | 5 |
Power is estimated from default activity; no workload was simulated.
