<file path="/design/flow/design.v">
module Reg_File(
    input clk,
    input reset,
    input [4:0] Rs1,
    input [4:0] Rs2,
    input [4:0] Rd,
    input [31:0] Write_data,
    output [31:0] read_data1,
    output [31:0] read_data2,
    input RegWrite
    );
    reg [31:0] Registers[31:0];
    integer k;
    always @ (posedge clk or posedge reset)
    begin
        if (reset)
            begin
                for(k=0; k<64; k=k+1) begin
                Registers[k]<=32'b00;
                end
            end
        else if(RegWrite) begin
            Registers[Rd] <= Write_data;
        end
    end
    assign read_data1 = Registers[Rs1];
    assign read_data2 = Registers[Rs2];
endmodule
</file>
<file path="/design/flow/run.sh">
#!/bin/bash
# OpenROAD 26Q1-2900-gdf79404cd8, Yosys 0.63+post, stock flow scripts
make -C /OpenROAD-flow-scripts/flow DESIGN_CONFIG=/design/flow/config.mk WORK_HOME=/design/flow/orfs finish
</file>
<file path="/design/flow/config.mk">
export PLATFORM = sky130hd
export DESIGN_NAME = Reg_File
export DESIGN_NICKNAME = Reg_File
export VERILOG_FILES = /design/flow/design.v
export SDC_FILE = /design/flow/constraint.sdc
export NUM_CORES = 4
export LEC_CHECK = 1
export CORE_UTILIZATION = 30
</file>
<file path="/design/flow/constraint.sdc">
current_design Reg_File

set clk_period 12.7
set clk_io_pct 0.2

create_clock -name clk0 -period $clk_period [get_ports {clk}]

set non_clock_inputs [all_inputs -no_clocks]
set_input_delay [expr $clk_period * $clk_io_pct] -clock clk0 $non_clock_inputs
set_output_delay [expr $clk_period * $clk_io_pct] -clock clk0 [all_outputs]
</file>
==> reports/qor.yml <==
grt.overflow.total: 0
drc: 0
clock_path_buffers: 3
synth_seq_share: 0.499
rsz0062_at_grt: "no"
crit_fanout: 26
max_freq_mhz: 98.0
drive_gt1_frac: 0.345
cts_max_level: 3
cts_sinks: 1024
synth_area_mm2: 0.0514
antenna_found_initial: 17
status: "complete, no violations"
placement.io_buffers: 113
ff2ff_setup_slack_ns: 11.69
yosysWarnings: 2
routed_wirelength_um: 285000
crit_type: "input pin to primary output"
cp.arrival_ns: 7.66
power_density_mw_per_mm2: 157
period_minus_slack_ns: 10.20
viasPerCell: 6.75
die_y_um: 416
hold_buffers: 0
num_io_pins: 114
ys.flops: 1024
fin_tns_setup_ns: 0
maxCapViolCount: 0
ant_nets: 0
path_clk_slew_ns: 0.06
hold_path_class: "register to register"
finalHoldViolations: 0
crit_required_ns: 10.16
relSlewSlack: 0.162
setup_viol: 0
finalClockPeriodUsage: 0.803
reg_top3: "Registers: 1024 flops"
insertion_delay_ns: 0.75
reg2reg_from: "Registers[7][3]$_DFFE_PP0P_"
synth_top_flop_cell: "dfrtp_1"
syn_inst: 4395
grt_usage: 0.336
fp_util: 0.303
holdPathEnd: "Registers[4][24]$_DFFE_PP0P_"
cp-end-kind: "primary output"
final-seq-area_mm2: 0.0256
drtIter0Drc: 6326
root_buffer: "clkbuf_16"
fin_skew_ns: 0
top_register: "Registers"
synth-edff-count: 0
top_cells_by_area: "dfrtp_1 (50%), mux2_2 (23%), a22oi_1 (11%)"
num_vias: 45540
syn_avg_cell_area_um2: 11.7
hp-start: "Registers[4][24]$_DFFE_PP0P_"
yosysUniqueCellTypes: 63
coreArea_mm2: 0.170
top_cell_area_share: 0.499
tightest_slew_ns: 1.25
dp_hpwl_um: 172000
whs_path_depth: 1
dieWidth_um: 416
fillCellCount: 16434
yosysMostFrequentCell: "mux2_2"
ys_cells: 4395
core.rowCount: 151
grt_pass1_wl_um: 386000
placed_area_mm2: 0.0558
mi_logic_area_mm2: 0.0246
ys_area_mm2: 0.0514
hold-worst-slack_ns: 0.532
postSynth.asyncResetShare: 1.00
timing.rr.end: "Registers[7][3]$_DFFE_PP0P_"
warnings: 39
reg2reg_depth: 1
startpoint_type: "input pin"
cts_tree: "built"
gp_congestion: 1.08
post_cts_buffers: 0
grt_pass1_vias: 44597
area_delta_synth_final_pct: 16.2
wl_per_cell_um: 42.3
design_area_mm2: 0.0597
timing.final.max_slew_violations: 0
post_cts_resized: 0
largest_reg_flops: 1024
peakVddDrop_v: 0.000109
cts_buffers: 111
dieArea_mm2: 0.173
yosysTopAreaCell: "dfrtp_1"
dr.pass1.iters: 11
p_leak_nw: 25.5
grt_start_max_net_pins: 124
common_cells: "mux2_2 (1031), dfrtp_1 (1024), a22oi_1 (756)"
## critical path, stage by stage
cell and delay [ns]:
buf_4 0.41, buf_4 0.50, nand3b_1 0.90, nor2_4 1.23, buf_4 0.60, nand2_1 0.10, o31ai_1 0.13, nor4_1 0.11
a31oi_1 0.49, clkdlybuf4s50_1 0.59
## power by group
group | total, mW | switching, mW | internal (mW)
sequential | 4.57 | 0.677 | 3.90
combinational | 1.39 | 0.681 | 0.709
clock | 3.40 | 1.44 | 1.96
## routing by layer
| metal | GRT usage | wire [um] | vias up |
|---|---|---|---|
| li1 | - | - | 16906 |
| met1 | 0.394 | 97400 | 22786 |
| met2 | 0.450 | 114000 | 4240 |
| met3 | 0.218 | 47800 | 1571 |
| met4 | 0.218 | 25900 | 37 |
| met5 | 0.0147 | 399 | - |
## cells in the final DEF (no fill, tap or decap), types with 72 or more instances in the layout
master	n
nor2_1	102
a22oi_1	756
mux2_2	1031
dfrtp_1	1024
nor3_1	72
clkbuf_16	113
nand4_1	90
nand2_1	227
buf_4	226
clkdlybuf4s50_1	107
nor2_4	74
a21oi_1	84
## cell type report
class | instances | area share
diodes | 21 | 0.000881
clock buffers | 151 | 0.0538
clock inverters | 49 | 0.00923
inverters | 7 | 0.000503
multi-input cells | 2934 | 0.412
flip-flops and latches | 1024 | 0.430
well taps | 2218 | 0.0465
repair buffers | 341 | 0.0478
## how the worst max path moves through the flow
| stage | start | to | slack [ns] | depth (start not counted) |
|---|---|---|---|---|
| 4_1_cts | Rs2[1] | read_data2[21] | 2.97 | 10 |
| 5_1_grt | Rs2[1] | read_data2[13] | 2.88 | 10 |
| 6_report | Rs2[1] | read_data2[21] | 2.50 | 10 |
## through the flow
stage / total power, mW / utilization / instances / setup WS [ns]
final: 9.37 / 0.352 / 6745 / 2.50
after global routing: 9.62 / 0.351 / 6726 / 2.88
after CTS: 9.30 / 0.351 / 6724 / 2.97
after detailed placement: 5.93 / 0.329 / 6524 / 3.00
after global placement: 5.92 / 0.329 / 6524 / 2.95
after floorplan: 5.19 / - / 4395 / -3.95
## cell families after synthesis
family | count (synthesis) | synth area share
AND/OR/NAND/NOR | 776 | 0.0731
multiplexers | 1084 | 0.237
AND-OR/OR-AND | 1074 | 0.156
buffers and inverters | 437 | 0.0349
flip-flops | 1024 | 0.499
Power figures rest on the tool's default switching activity, not on a simulated workload.
